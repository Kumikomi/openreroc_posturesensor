**run.sh**
```bash
#!/bin/bash
# OpenROAD 26Q1-2900-gdf79404cd8, Yosys 0.63+post, stock flow scripts
make -C /OpenROAD-flow-scripts/flow DESIGN_CONFIG=/design/flow/config.mk WORK_HOME=/design/flow/orfs finish
```
**config.mk**
```make
export PLATFORM = sky130hd
export DESIGN_NAME = SPI_IF
export DESIGN_NICKNAME = SPI_IF
export VERILOG_FILES = /design/flow/design.v
export SDC_FILE = /design/flow/constraint.sdc
export NUM_CORES = 4
export LEC_CHECK = 1
export CORE_UTILIZATION = 40
```
**constraint.sdc**
```tcl
current_design SPI_IF

set clk_period 2.3
set clk_io_pct 0.2

create_clock -name clk0 -period $clk_period [get_ports {clk}]

set non_clock_inputs [all_inputs -no_clocks]
set_input_delay [expr $clk_period * $clk_io_pct] -clock clk0 $non_clock_inputs
set_output_delay [expr $clk_period * $clk_io_pct] -clock clk0 [all_outputs]
```
**design.v**
```verilog
`timescale 1ns / 1ps
`timescale 1ns / 1ps
module SPI_IF( 
	input clk,
	input rst,
	input [6:0] mpu_address,		 
	input [7:0] mpu_wr_data,		 
	input mpu_rd_wr_sel,				 
	input start,						 
	output busy,					 
	output SPI_SS_g,						 
	output SPI_CK_g,						 
	output SPI_DO_g,						 
	input SPI_DI_g,						 
	output [7:0] mpu_rd_data				 
    );
	 reg [7:0] mpu_rd_data_buff; 		 
	 reg [7:0] SPIstate;
	 reg [11:0] counter;		 
	 reg MPUclk;				 
	 reg  do_reg;				 
	 reg  ss_reg;				 
	 reg  ck_reg;				 
	 reg busy_bf;				 
	 reg [4:0] i;				 
	 reg [4:0] j;				 
parameter SPI_HALF_CLK = 50;  
parameter SPI_CLK = SPI_HALF_CLK*2;
wire halfCLKpassed = (counter == SPI_HALF_CLK-1);
always@(posedge clk)
begin
	if(rst)
	begin
		counter <= 0;
		MPUclk <= 0;
	end
	else
	begin
		if(start==1) begin
			counter <= 0;		
			MPUclk <= 1;			
		end
		else if(halfCLKpassed)begin			
			counter <= 0;		
			MPUclk <= ~MPUclk;
			end
		else begin
			counter <= counter + 1;
		end
	end
end
always @(posedge clk)
	begin
		if(rst)
		begin
			SPIstate = 0;
		end
		else
		begin		
			case(SPIstate)
				0:if(start == 1) SPIstate = 1;	 
				1:SPIstate = 3;	 
				3:begin
					if(i==0 && mpu_rd_wr_sel == 1)SPIstate = 4;				 
					if(i==0 && mpu_rd_wr_sel == 0)SPIstate = 5;				 
				end
				4:if(j==0)SPIstate = 6;				 
				5:if(j==0)SPIstate = 6;
				6:if(halfCLKpassed)SPIstate = 7;				 
				7:SPIstate = 0;			 
			endcase
		end
	end
always @ (posedge clk)
begin 
	if(rst)
		begin
			do_reg = 0;
			ck_reg = 1;
			ss_reg = 1;
			busy_bf = 0;
			mpu_rd_data_buff = 0;
			i = 16;
			j = 17;
		end
	else
		case(SPIstate)
			0:begin					 
				do_reg = 0;
				ss_reg = 1; 
				busy_bf = 0;
			   i = 16;
				j = 17;
			  end
			1:begin					 
					busy_bf = 1;
					ss_reg = 0;
					end
			3:begin					 
				if(halfCLKpassed)
				begin
					case (i)
						16:do_reg = mpu_rd_wr_sel;
						14:do_reg = mpu_address[6];
						12:do_reg = mpu_address[5];
						10:do_reg = mpu_address[4];
						8: do_reg = mpu_address[3];
						6: do_reg = mpu_address[2];
						4: do_reg = mpu_address[1];
						2: do_reg = mpu_address[0];
						0: do_reg = 0;
					endcase
					if(i!=0) i=i-1;
				end
			  end
			4:begin				 
				if(halfCLKpassed)
				begin
					case (j)
						16:mpu_rd_data_buff[7] = SPI_DI_g;
						14:mpu_rd_data_buff[6] = SPI_DI_g;
						12:mpu_rd_data_buff[5] = SPI_DI_g;
						10:mpu_rd_data_buff[4] = SPI_DI_g;
						8:mpu_rd_data_buff[3] = SPI_DI_g;
						6:mpu_rd_data_buff[2] = SPI_DI_g;
						4:mpu_rd_data_buff[1] = SPI_DI_g;
						2:mpu_rd_data_buff[0] = SPI_DI_g;						
					endcase
					if(j!=0) j=j-1;
				end
			end	
			5:begin				 
				if(halfCLKpassed)
				begin
					case (j)
						16:do_reg = mpu_wr_data[7]; 
						14:do_reg = mpu_wr_data[6]; 
						12:do_reg = mpu_wr_data[5]; 
						10:do_reg = mpu_wr_data[4]; 
						8:do_reg = mpu_wr_data[3]; 
						6:do_reg = mpu_wr_data[2]; 
						4:do_reg = mpu_wr_data[1]; 
						2:do_reg = mpu_wr_data[0]; 
						0:do_reg = 0;
					endcase
					if(j!=0) j=j-1;
				end
			end
			6:begin				 
				ck_reg =1;
				do_reg =0;
				ss_reg = 1;
			  end
			7:begin		 
			end
		endcase
end
assign SPI_DO_g = do_reg;
assign SPI_CK_g = MPUclk | ss_reg;
assign SPI_SS_g = ss_reg;
assign busy = busy_bf | start;
assign mpu_rd_data = mpu_rd_data_buff;
endmodule
```
==> ci_impl_report.md <==
## Implementation flow summary

| Metric | Value |
|---|---|
| Fraction of layout cells with a size suffix above 1 | 8.364% |
| Placement Rows | 25 |
| Crit path max fanout | 2 |
| Resized cells post-CTS | 0 |
| Cell Type Count | 50 |
| Register area share after synthesis | 39.14% |
| Setup TNS | 0 ps |
| Final setup viols | 0 |
| Max-area cell share | 39.14% |
| Fp util | 42.97% |
| Area Overhead vs Synth | 22.37% |
| Final Hold Viols | 0 |
| Gpl congestion | 0.8397 |
| Placed insts | 335 |
| Max-Cap Viols | 0 |
| Worst slew pin tran | 481.4 ps |
| CP Launch Type | input pin |
| Max clock buf depth | 2 |
| Core Box Area | 4880 um^2 |
| Largest net degree at the start of global routing | 15 |
| Die width | 74.41 um |
| Tot GR Track Use | 16.63% |
| Hold EP | SPIstate[0] |
| Vias in the first global route | 1668 |
| Die Height | 74.41 um |
| DP Area | 2480 um^2 |
| GRT overflow | 0 |
| CTS tree | built |
| Reg2reg start | i[0] |
| Max FFs per register | 12 |
| Pwr dens | 529.6 nW/um^2 |
| R2R depth | 7 |
| Fin crit share | 87.01% |
| Routed WL | 4305 um |
| # hold bufs at CTS | 0 |
| Slowest stage cell, crit path | clkdlybuf4s50_1 |
| Final Critical Period | 2001 ps |
| Initial antenna violation count | 0 |
| Place WS | 289.6 ps |
| Final Core Density | 52.59% |
| Hold/Removal Path Class | flip-flop to flip-flop |
| Syn avg cell area | 8.665 um^2 |
| # port buffers | 31 |
| Cell type with the largest total area | dfxtp_1 |
| Critical path type | input pin to output port |
| Final Max Slew Viols | 0 |
| CTS sink cnt | 41 |
| Slew HR | 67.86% |
| Synthesis-stage register bit count | 41 |
| Hold Crit Depth | 2 |
| Post-DRT Antenna Nets | 0 |
| Worst flop-to-flop path endpoint | i[4] |
| Post-CTS Setup Repair Bufs | 0 |
| Late-Pin Clk Latency | 290 ps |
| Worst Slack Setup Final | 298.8 ps |
| Worst-path cell chain | clkdlybuf4s50_1 > or2_2 > clkdlybuf4s50_1 |
| Yosys Chip Area | 2097 um^2 |
| Fmax | 499.7 MHz |
| Post-layout instance area | 2566 um^2 |
| Mapped Cells | 242 |
| Biggest register | counter |
| Leakage dissipation | 0.0009908 uW |
| Worst endpoint required time | 1840 ps |
| CTS Root Cell | clkbuf_8 |
| Drt pass-1 iters | 6 |
| DR vias | 1767 |
| Biggest area cells | dfxtp_1 39%, nor2_1 5.9%, ha_1 4.8%, a21oi_1 4.3%, mux2i_1 3.3% |
| DIE AREA | 5536 um^2 |
| I/O Pins | 32 |
| CP dominant cell by count | clkdlybuf4s50_1 |
| H-Tree Depth | 2 |
| Initial drt markers | 82 |
| Reg2reg setup slack | 330 ps |
| Yosys Instances | 242 |
| Vias per inst | 5.167 |
| CTS Buf Count | 5 |
| CP Capture Type | output port |
| DP HPWL | 3099 um |
| N_diodes | 0 |
| Slowest Stage Delay on Critical Path | 410 ps |
| Wirelength per Cell | 12.59 um |
| Synth warn | 1 |
| Fin Clk Skew | 6.919 ps |
| First-pass GRT wire length | 7169 um |
| OpenROAD warning count | 30 |
| Peak VDD IR | 0.3735 mV |
| CP arrival | 1540 ps |
| HP Start | SPIstate[6] |
| Final instance count without filler cells | 342 |
| Unrepaired setup endpoints after global routing | false |
| Status | finished clean |
| # DRC | 0 |
| Worst-path clk slew | 80 ps |
| Synthesized area | 2097 um^2 |
routing by layer:
| metal | GRT usage, % | wire (um) |
|---|---|---|
| met5 | 0 | 0 |
| met4 | 1.887 | 57 |
| met3 | 3.022 | 189 |
| met2 | 27.23 | 1893 |
| met1 | 24.32 | 2164 |
layout make-up:
type | instances | area [um^2]
Sequential cell | 41 | 820.8
Multi-Input combinational cell | 179 | 1186
Clock buffer | 7 | 86.33
Fill cell | 474 | 2313
Inverter | 13 | 48.80
Tap cell | 67 | 83.83
Timing Repair Buffer | 35 | 340.3
power breakdown:
group | switching, uW | leakage [uW] | internal [uW]
registers | 19.7 | 0.000333 | 725
clock network | 238 | 0.0000443 | 238
logic | 60.1 | 0.000614 | 78.1
metrics by stage:
| stage | hold slack (ps) | total power [uW] |
|---|---|---|
| global placement | 404.9 | 899.5 |
| detailed placement | 414.8 | 899.8 |
| CTS | 424.4 | 1381 |
| global route | 450.1 | 1431 |
| finish | 420.6 | 1359 |
| floorplan | 393.3 | 837.1 |
kinds of logic after synthesis:
family / count (synthesis) / share of synthesized area (%)
fa+ha+maj: 8 / 4.773
buf+inv: 22 / 4.296
simple gates: 98 / 25.72
compound gates: 52 / 16.65
flops: 41 / 39.14
mux: 9 / 4.415
xor+xnor: 12 / 5.012
placed cells by master (no fill, tap or decap), drive strengths merged, types with 7 or more instances in the layout:
cell type / count
a21oi: 18
clkbuf: 7
clkdlybuf4s50: 31
dfxtp: 41
ha: 8
inv: 13
mux2i: 7
nand3: 13
nand4: 7
nor2: 33
o21ai: 14
xnor2: 7
worst max path at each step:
stage | from | end | slack (ps) | cells past startpoint
CTS | start | busy | 290 | 3
global route | j[0] | j[4] | 140 | 7
finish | start | busy | 300 | 3
cells in the mapped netlist, drive strengths merged:
master,n
a2111o,1
a21bo,1
a21o,3
a21oi,18
a22oi,1
a311oi,1
a31oi,1
a41oi,1
and2,1
and3,4
and4b,1
buf,4
clkbuf,5
dfxtp,41
ha,8
inv,13
mux2,2
mux2i,7
nand2,6
nand2b,4
nand3,13
nand3b,2
nand4,7
nand4b,1
nor2,33
nor2b,3
nor3,6
nor3b,2
nor4,3
nor4b,2
o211ai,2
o21a,1
o21ai,14
o21ba,2
o311ai,1
o31ai,2
o32ai,2
o41ai,1
or2,4
or3,4
or3b,2
xnor2,7
xor2,5
critical path, delay by kind of cell:
family        cells  cell delay, ps
buf+inv           2             810
simple gates      1             270
Power and IR drop assume default switching activity.
